<file path="./config.mk">
export PLATFORM = sky130hd
export DESIGN_NAME = traffic_light_controller
export DESIGN_NICKNAME = traffic_light_controller
export VERILOG_FILES = /design/flow/design.v
export SDC_FILE = /design/flow/constraint.sdc
export NUM_CORES = 4
export LEC_CHECK = 1
export CORE_UTILIZATION = 40
</file>
<file path="./constraint.sdc">
current_design traffic_light_controller

set clk_period 5.1
set clk_io_pct 0.2

create_clock -name clk0 -period $clk_period [get_ports {clk}]

set non_clock_inputs [all_inputs -no_clocks]
set_input_delay [expr $clk_period * $clk_io_pct] -clock clk0 $non_clock_inputs
set_output_delay [expr $clk_period * $clk_io_pct] -clock clk0 [all_outputs]
</file>
<file path="./design.v">
module traffic_light_controller(
    input clk,             
    input reset,           
    output reg [2:0] light_NS,  
    output reg [2:0] light_EW   
);
    typedef enum reg [1:0] {
        NS_GREEN_EW_RED = 2'b00,
        NS_YELLOW_EW_RED = 2'b01,
        NS_RED_EW_GREEN = 2'b10,
        NS_RED_EW_YELLOW = 2'b11
    } state_t;
    state_t state, next_state;
    reg [31:0] counter;  
    always @(posedge clk or posedge reset) begin
        if (reset) begin
            state <= NS_GREEN_EW_RED;
            counter <= 0;
        end else begin
            counter <= counter + 1;
            if (counter == 100) begin  
                state <= next_state;
                counter <= 0;
            end
        end
    end
    always @(*) begin
        case (state)
            NS_GREEN_EW_RED: begin
                light_NS = 3'b001;  
                light_EW = 3'b100;  
                next_state = NS_YELLOW_EW_RED;
            end
            NS_YELLOW_EW_RED: begin
                light_NS = 3'b010;  
                light_EW = 3'b100;  
                next_state = NS_RED_EW_GREEN;
            end
            NS_RED_EW_GREEN: begin
                light_NS = 3'b100;  
                light_EW = 3'b001;  
                next_state = NS_RED_EW_YELLOW;
            end
            NS_RED_EW_YELLOW: begin
                light_NS = 3'b100;  
                light_EW = 3'b010;  
                next_state = NS_GREEN_EW_RED;
            end
            default: begin
                light_NS = 3'b100;  
                light_EW = 3'b100;  
                next_state = NS_GREEN_EW_RED;
            end
        endcase
    end
endmodule
</file>
<file path="./run.sh">
#!/bin/bash
# OpenROAD 26Q1-2900-gdf79404cd8, Yosys 0.63+post, stock flow scripts
make -C /OpenROAD-flow-scripts/flow DESIGN_CONFIG=/design/flow/config.mk WORK_HOME=/design/flow/orfs finish
</file>
==> results_dict.tcl <==
# implementation run metrics
set metrics [dict create \
    power.combinational.fraction_pct 1.3 \
    setup_ws_pre_cts_ns 2.81 \
    design.die.area_sq_um 4460 \
    xor_share_pct 15.6 \
    die_h_um 66.8 \
    p_clk_share_pct 39.3 \
    power_leakage_uw 0.000823 \
    switching_share_pct 20.2 \
    global_route_congestion_overflow_total 0 \
    logic_area_sq_um 747 \
    max-clock-path-buffers 2 \
    final_count_of_negative_setup_slack_endpoints 0 \
    global_route.usage.total_pct 15.3 \
    lay_top_cells "35 x dfrtp_1, 21 x xnor2_1, 14 x nand2_1" \
    dr.pass1.iters 4 \
    cts_hold_repair.buffers 0 \
    simple_gate_area_share_pct 24.7 \
    yosys-stat-cells 153 \
    antenna_found_initial 0 \
    enable_flop_cells 0 \
    slew_headroom_pct 33.7 \
    fin_worst_skew_ns 0.00459 \
    numCtsBuffers 5 \
    timing_max_transition_violations_final 0 \
    slowest_library_cell_on_the_worst_path "clkdlybuf4s50_1" \
    cpLargestDelayFamily "buffers and inverters" \
    ys_area_sq_um 1680 \
    clock.latency.late_pin_ns 0.28 \
    dp_hpwl_um 1980 \
    pin_count 8 \
    max_clock_freq_ghz 0.390 \
    slowest_stage_delay_cp_ns 0.46 \
    ys.flops 36 \
    critPathBufInv 1 \
    worst_setup_hold_path_clk_slew_ns 0.07 \
    tritoncts "yes" \
    yosysTopAreaCell "dfrtp_1" \
    transition_time_of_the_tightest_slew_check_pin_ns 0.985 \
    fp_util_pct 41.7 \
    worst_slack_ns 2.53 \
    pwr_per_cell_area_nw_per_um2 254 \
    finalHoldViolations 0 \
    cts_root_buffer "clkbuf_8" \
    run_status "completed" \
    timing.setup.critical_path_class "register to output pin" \
    min-delay-path-class "register to register" \
    switching_component_of_the_power_uw 97.1 \
    fp.dieW_um 66.8 \
    ir_worst_vdd_mv 0.172 \
    path_cells "or2_2 -> nor2_1 -> clkdlybuf4s50_1" \
    post-cts-setup-buffer-count 0 \
    tool_warnings 26 \
    worstPathMaxFanout 4 \
    grt_setup_unrepaired "no" \
    fillers 371 \
    fraction_of_the_mapped_netlist_area_in_adder_cells_pct 1.49 \
    post_synth_instance_area_sq_um 1680 \
    grt_first_pass_wirelength_um 5020 \
    crit_path_start_kind "register" \
    first_global_vias 1084 \
    most_used_flip_flop_cell "dfrtp_1" \
    synth.mux.area_fraction_pct 2.68 \
    worst_hold_margin_ns 0.492 \
    final_antenna_violating_net_count 0 \
    layout_top_cell_excl_fill_tap "dfrtp_1" \
    cap_viol_max_count 0 \
    syn_area_per_cell_sq_um 11.0 \
    end_kind "output pin" \
    internal_power_uw 384 \
    remaining_drc_errors 0 \
    layout-drive-gt1-share_pct 10.2 \
    synth-warning-count 1 \
    fp.coreArea_sq_um 4030 \
    grt_start_max_net_pins 37 \
    topCellsByArea "dfrtp_1 52%, xnor2_1 11%, xor2_1 4.7%" \
    totalWireLength_um 2890 \
    flop_area_sq_um 902 \
    fin_crit_sh_pct 50.3 \
    post_cts_resize_count 0 \
    netlist-cell-type-count 24 \
    post_synth_ao_oa_area_fraction_pct 0 \
    synth_top_area_share_pct 52.2 \
    timing.critical_path.arrival_ns 1.55 \
    cts.sink_count 36 \
    total_negative_slack_for_setup_checks_ns 0 \
    netlist_instances 153 \
    port_buffer_cells 7 \
    drt-wirelength-per-cell_um 13.3 \
    post-route-min-period_ns 2.57 \
    cts_htree_levels 2 \
    via_per_inst 5.29 \
    worst_ep_required_time_ns 4.08 \
    area_growth_from_synthesis_to_layout_pct 12.9 \
    detailroute.via_count 1148 \
    final_antenna_diode_count 0 \
    seq_area_frac_synth_pct 53.7 \
    yosys-dominant-comb-family "simple AND/OR/NAND/NOR gates" \
    async_reset_ff_share_pct 100 \
    drt-initial-drc-count 51 \
    gp_congestion 0.831 \
    share_seq_of_total_power_pct 59.4 \
    std_cell_rows 23 \
]
-- synthesized netlist by cell type (3+ instances only) --
cell type	instances
and3_1	3
and4_1	3
clkbuf_1	3
dfrtp_1	35
inv_1	5
mux2_2	4
nand2_1	14
nand3_1	13
nand4_1	9
nor2_1	9
nor3_1	5
nor4_1	7
xnor2_1	21
xor2_1	9
-- stage by stage --
step / area, sq um / utilization (%) / cells / total power [uW]
after floorplan: 1680 / - / 153 / 295
after global placement: 1820 / 45.1 / 209 / 298
after detailed placement: 1820 / 45.1 / 209 / 298
after CTS: 1900 / 47.0 / 217 / 487
after global routing: 1900 / 47.0 / 217 / 502
final: 1900 / 47.0 / 217 / 481
-- cell type report --
cell class                      count  share of cell area [%]
Clock buffer                        8                    4.22
Inverter                            5                   0.990
Multi-Input combinational cell    109                    39.4
Sequential cell                    36                    47.6
Tap cell                           50                    3.30
Timing Repair Buffer                9                    4.49
-- power by group through the flow --
stage         clock network, uW  logic, uW  registers [uW]
finish                      189       6.46             286
global route                209       7.90             285
CTS                         194       7.07             286
-- worst reg2reg max path: cells and delay by family, from the launching register on --
family / cells / cell delay [ns]
muxes: 1 / 0.38
DFF: 1 / 0.42
and+or+nand+nor: 3 / 1.39
-- final timing paths --
path | start | to | slack (ns) | cells past startpoint
hold / removal | counter[31] | counter[31] | 0.49 | 1
max in group asynchronous | reset | asynchronous set/reset pin | 3.62 | 3
hold reg to reg | counter[31] | counter[31] | 0.49 | 1
setup / recovery | register | light_NS[0] | 2.53 | 3
setup reg to reg | counter[17] | register | 2.80 | 4
min in group asynchronous | reset | counter[24] | 1.13 | 3
-- kinds of logic after synthesis --
logic type / after synthesis
xor gates and xnor gates: 30
and+or+nand+nor: 73
buffers and inverters: 8
DFF: 36
adders and majority gates: 2
muxes: 4
-- routing by layer --
metal / track usage, % / part of all wire (%)
met2: 20.8 / 43
met1: 24.9 / 50
met5: 0 / 0
met4: 3.99 / 2.3
met3: 3.82 / 5.5
Power figures rest on the tool's default switching activity, not on a simulated workload.
